<file path="design/flow/config.mk">
export PLATFORM = sky130hd
export DESIGN_NAME = comparator_32bit
export DESIGN_NICKNAME = comparator_32bit
export VERILOG_FILES = /design/flow/design.v
export SDC_FILE = /design/flow/constraint.sdc
export NUM_CORES = 4
export LEC_CHECK = 1
export CORE_AREA = 10 10 87 87
export DIE_AREA = 0 0 97 97
</file>
<file path="design/flow/constraint.sdc">
current_design comparator_32bit

set clk_period 21.1
set clk_io_pct 0.2

create_clock -name clk0 -period $clk_period

set non_clock_inputs [all_inputs -no_clocks]
set_input_delay [expr $clk_period * $clk_io_pct] -clock clk0 $non_clock_inputs
set_output_delay [expr $clk_period * $clk_io_pct] -clock clk0 [all_outputs]
</file>
<file path="design/flow/design.v">
module _32bit_adder (S,C,A,B,C0);
input [31:0] A,B;
input C0;
output C;
output [31:0] S;
wire C1,C2,C3,C4,C5,C6,C7;   
_4bit_adder _4bit_adder0(S[3:0], C1, A[3:0], B[3:0], C0),
			   _4bit_adder1(S[7:4], C2, A[7:4], B[7:4], C1),
			   _4bit_adder2(S[11:8], C3, A[11:8], B[11:8], C2),
				_4bit_adder4(S[15:12], C4, A[15:12], B[15:12], C3),
			   _4bit_adder5(S[19:16], C5, A[19:16], B[19:16], C4),
			   _4bit_adder6(S[23:20], C6, A[23:20], B[23:20], C5),
				_4bit_adder7(S[27:24], C7, A[27:24], B[27:24], C6),
			   _4bit_adder8(S[31:28], C, A[31:28], B[31:28], C7);
endmodule
module _4bit_adder (S,C,A,B,C0);
input [3:0] A,B;
input C0;
output C;
output [3:0] S;
wire C1,C2,C3;   
full_adder FA0(S[0], C1, A[0], B[0], C0),
				FA1(S[1], C2, A[1], B[1], C1),
				FA2(S[2], C3, A[2], B[2], C2),
				FA3(S[3], C, A[3], B[3], C3);
endmodule
module comparator_32bit(input [31:0] in1, input [31:0] in2, output gt, output eq);
	wire [31:0] in2not;
	not(in2not[0], in2[0]);
	not(in2not[1], in2[1]);
	not(in2not[2], in2[2]);
	not(in2not[3], in2[3]);
	not(in2not[4], in2[4]);
	not(in2not[5], in2[5]);
	not(in2not[6], in2[6]);
	not(in2not[7], in2[7]);
	not(in2not[8], in2[8]);
	not(in2not[9], in2[9]);
	not(in2not[10], in2[10]);
	not(in2not[11], in2[11]);
	not(in2not[12], in2[12]);
	not(in2not[13], in2[13]);
	not(in2not[14], in2[14]);
	not(in2not[15], in2[15]);
	not(in2not[16], in2[16]);
	not(in2not[17], in2[17]);
	not(in2not[18], in2[18]);
	not(in2not[19], in2[19]);
	not(in2not[20], in2[20]);
	not(in2not[21], in2[21]);
	not(in2not[22], in2[22]);
	not(in2not[23], in2[23]);
	not(in2not[24], in2[24]);
	not(in2not[25], in2[25]);
	not(in2not[26], in2[26]);
	not(in2not[27], in2[27]);
	not(in2not[28], in2[28]);
	not(in2not[29], in2[29]);
	not(in2not[30], in2[30]);
	not(in2not[31], in2[31]);
	wire [31:0] r;
	wire ignore, nr31, neq, eqn;
	_32bit_adder adder(r, ignore,in1 ,in2not , 1'b1);
	or(eqn, r[0], r[1], r[2], r[3], r[4], r[5], r[6], r[7], r[8], r[9], r[10], r[11], r[12], r[13], r[14], r[15], r[16],
		r[17], r[18], r[19], r[20], r[21], r[22], r[23], r[24], r[25], r[26], r[27], r[28], r[29], r[30], r[31]);
	not(eq, eqn);
	not(nr31, r[31]);
	not(neq, eq);
	and(gt, nr31, neq);
endmodule
module full_adder(sum, carry_out, a, b, carry_in);
input a, b, carry_in;
output sum, carry_out;
wire temp_sum, first_carry_out, second_carry_out;
half_adder first_sum(temp_sum, first_carry_out, a, b);
half_adder second_sum(sum, second_carry_out, temp_sum, carry_in);
or final_carry_out(carry_out, second_carry_out, first_carry_out);
endmodule
module half_adder(sum, carry_out, a, b);
input a, b;
output sum, carry_out;
xor sum_of_digits(sum, a, b);
and carry_of_sum(carry_out, a, b);
endmodule
</file>
<file path="design/flow/run.sh">
#!/bin/bash
# OpenROAD 26Q1-2900-gdf79404cd8, Yosys 0.63+post, stock flow scripts
make -C /OpenROAD-flow-scripts/flow DESIGN_CONFIG=/design/flow/config.mk WORK_HOME=/design/flow/orfs finish
</file>
==> metrics.csv <==
stage,metric,value,unit
layout,area grow syn2layout,100,%
layout,share of layout cells above drive strength 1,22.0,%
global_routing,largest net degree at the start of global routing,4,
route,Detailed Routing Iterations Pass 1,4,
route,initial DRC count,9,
layout,multi-input logic area,792,um^2
layout,Fill cells,583,
timing,Tightest Pin Transition,276,ps
hold_path,hold path depth,4,
logic_synthesis,Synth Cell Area,845,um^2
floorplan,Ports,66,
layout,Register Area,0,um^2
logic_synthesis,Synth warnings,0,
logic_synthesis,number of standard cells after synthesis,80,
global_routing,antenna violations before repair,0,
setup_path,crit start category,primary input,
layout,# clk buffers,0,
setup_path,worst path arrival time,16430,ps
floorplan,Die ar.,9410,um^2
power_and_ir_drop,Power Density,20.9,nW/um^2
route,final wirelength,2910,um
logic_synthesis,register share after synthesis,0,%
floorplan,fp util,15.0,%
logic_synthesis,yosys stat cell total,80,
timing,post-layout min period,20650,ps
logic_synthesis,Post-Syn Area per Cell,10.6,um^2
power_and_ir_drop,Net Sw Power,13.5,uW
power_and_ir_drop,share of power burned in registers,0,%
setup_path,maximum fanout along the worst path,2,
layout,Non-Filler Instances,222,
setup_path,Required @ worst endpoint,16880,ps
placement,Cells after DPL,221,
layout,flip-flop and latch count,0,
global_routing,GRT overflow,0,
clock_network,Hold Buf Count CTS,0,
job,OpenROAD warning count,32,
logic_synthesis,"Distinct cells, synth",11,
layout,final design utilization,30.0,%
power_and_ir_drop,Clock Power Share,0,%
timing,RSZ-0062 raised after global routing,false,
timing,fin crit share,97.9,%
floorplan,area of the core,5640,um^2
power_and_ir_drop,Static Leak,0.674,nW
layout,Top Layout Cells,"clkdlybuf4s50_1, inv_1, fa_2, nand4_1, buf_4",
job,max_cap viols,0,
power_and_ir_drop,Cell Int Power,21.9,uW
route,DR DRC count,0,
route,DR vias,773,
setup_path,Worst Setup End Kind,output port,
route,ANT nets after route,0,
timing,"Setup violations, final",0,
status,outcome,finished clean,
power_and_ir_drop,Gate power share,100.0,%
setup_path,critical path's largest stage delay,500,ps
setup_path,most used cell along the critical path,fa_2,
timing,Final Slew Violations,0,
power_and_ir_drop,VDD IR max,0.0000100,V
hold_path,Hold WC Path Type,in -> out,
setup_path,Slowest cell on crit path,fa_1,
floorplan,Die X,97,um
global_routing,first-pass GRT wire length,4680,um
route,Vias/cell,3.48,
timing,final hold vios,0,
floorplan,chip height,97,um
logic_synthesis,YS chip area,845,um^2
global_routing,Tot GR Track Use,6.22,%
route,n_diodes,0,
timing,maximum clock rate,48.4,MHz
setup_path,Crit Path Category,in -> out,
power_and_ir_drop,Switching Fraction,38.1,%
global_routing,vias in the first global route,937,
placement,DP HPWL,2890,um
timing,Rel. slew slack,81.5,%
route,Routed WL per cell,13.1,um
placement,# port buffers,66,
layout,dominant logic cell type in the layout,clkdlybuf4s50_1,
floorplan,num rows,27,
placement,Final Wtd Congestion,0.830,
## synth_stat cells
| cell | instances | area (um^2) |
|---|---|---|
| nand4_1 | 7 | 43.8 |
| nand3_1 | 1 | 5.00 |
| fa_1 | 29 | 581 |
| nand2_1 | 1 | 3.75 |
| nor4_2 | 2 | 25.0 |
| ha_1 | 2 | 25.0 |
| xnor2_1 | 2 | 17.5 |
| nor2_1 | 1 | 3.75 |
| and4b_1 | 1 | 10.0 |
| inv_1 | 32 | 120 |
| a21oi_1 | 2 | 10.0 |
## final cells by class
| cell class | count | area share [%] |
|---|---|---|
| multi-input combinational | 48 | 46.8 |
| timing repair buffer | 70 | 40.8 |
| inverter | 32 | 7.10 |
| tap | 72 | 5.32 |
## cell families after synthesis
| logic type | after synthesis | synth area share [%] |
|---|---|---|
| AOI/OAI and AO/OA | 2 | 1.19 |
| xor gates and xnor gates | 2 | 2.07 |
| buffers and inverters | 32 | 14.2 |
| and+or+nand+nor | 13 | 10.8 |
| adders and majority gates | 31 | 71.7 |
## power groups by stage
| stage | clock, mW | sequential (mW) | combinational (mW) |
|---|---|---|---|
| 5_1_grt | 0 | 0 | 0.0407 |
| 6_report | 0 | 0 | 0.0354 |
| 4_1_cts | 0 | 0 | 0.0363 |
## what timing repair did
action,4_1_cts,5_1_grt
buffers inserted,1,0
gates resized,21,6
endpoints found under the hold margin,0,0
pin swaps,4,5
cloned,0,0
endpoints found under the setup margin,2,2
## layer usage
metal	share of wire [%]	track usage (%)	vias up
met1	36	6.40	358
met2	46	10.5	42
met4	0	0	0
li1	-	-	373
met3	17	4.73	0
met5	0	0	-
## path summary, 6_finish.rpt
path,end,start,slack [ps]
hold / removal,gt,in2[31],9500
setup / recovery,eq,in2[1],450
## critical path, delay by kind of cell
family | cells | cell delay (ps)
adders and majority gates | 30 | 10470
and+or+nand+nor | 3 | 640
AOI/OAI and AO/OA | 1 | 80
buffers and inverters | 3 | 980
## through the flow
step | cell area (um^2) | setup WS, ps | TNS (ps) | hold slack (ps) | power (mW)
after floorplan | 845 | 659 | 0 | 8550 | 0.0141
after global placement | 1620 | -889 | -1610 | 9500 | 0.0339
after detailed placement | 1620 | -962 | -1740 | 9490 | 0.0343
final | 1690 | 447 | 0 | 9500 | 0.0354
after global routing | 1690 | 48.3 | 0 | 9590 | 0.0407
after CTS | 1680 | 33.9 | 0 | 9500 | 0.0363
Power figures rest on the tool's default switching activity, not on a simulated workload.
