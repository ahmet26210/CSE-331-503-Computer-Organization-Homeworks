**/design/flow/design.v**
```verilog
module mux_2X1(y, a, b, s);
input a, b, s;
output y;
wire and0, and1, s_not;
not s_NOT(s_not, s);
and a_and_s(and0, a, s);
and b_and_s_not(and1, b, s_not);
or mux_result(y, and0, and1);
endmodule
module mux_2X1_32bit(y, a, b, s);
input [31:0] a, b;
input s;
output [31:0] y;
mux_2X1 bit0(y[0], a[0], b[0], s);
mux_2X1 bit1(y[1], a[1], b[1], s);
mux_2X1 bit2(y[2], a[2], b[2], s);
mux_2X1 bit3(y[3], a[3], b[3], s);
mux_2X1 bit4(y[4], a[4], b[4], s);
mux_2X1 bit5(y[5], a[5], b[5], s);
mux_2X1 bit6(y[6], a[6], b[6], s);
mux_2X1 bit7(y[7], a[7], b[7], s);
mux_2X1 bit8(y[8], a[8], b[8], s);
mux_2X1 bit9(y[9], a[9], b[9], s);
mux_2X1 bit10(y[10], a[10], b[10], s);
mux_2X1 bit11(y[11], a[11], b[11], s);
mux_2X1 bit12(y[12], a[12], b[12], s);
mux_2X1 bit13(y[13], a[13], b[13], s);
mux_2X1 bit14(y[14], a[14], b[14], s);
mux_2X1 bit15(y[15], a[15], b[15], s);
mux_2X1 bit16(y[16], a[16], b[16], s);
mux_2X1 bit17(y[17], a[17], b[17], s);
mux_2X1 bit18(y[18], a[18], b[18], s);
mux_2X1 bit19(y[19], a[19], b[19], s);
mux_2X1 bit20(y[20], a[20], b[20], s);
mux_2X1 bit21(y[21], a[21], b[21], s);
mux_2X1 bit22(y[22], a[22], b[22], s);
mux_2X1 bit23(y[23], a[23], b[23], s);
mux_2X1 bit24(y[24], a[24], b[24], s);
mux_2X1 bit25(y[25], a[25], b[25], s);
mux_2X1 bit26(y[26], a[26], b[26], s);
mux_2X1 bit27(y[27], a[27], b[27], s);
mux_2X1 bit28(y[28], a[28], b[28], s);
mux_2X1 bit29(y[29], a[29], b[29], s);
mux_2X1 bit30(y[30], a[30], b[30], s);
mux_2X1 bit31(y[31], a[31], b[31], s);
endmodule
```
**/design/flow/run.sh**
```bash
#!/bin/bash
# OpenROAD 26Q1-2900-gdf79404cd8, Yosys 0.63+post, stock flow scripts
make -C /OpenROAD-flow-scripts/flow DESIGN_CONFIG=/design/flow/config.mk WORK_HOME=/design/flow/orfs finish
```
**/design/flow/config.mk**
```make
export PLATFORM = sky130hd
export DESIGN_NAME = mux_2X1_32bit
export DESIGN_NICKNAME = mux_2X1_32bit
export VERILOG_FILES = /design/flow/design.v
export SDC_FILE = /design/flow/constraint.sdc
export NUM_CORES = 4
export LEC_CHECK = 1
export CORE_AREA = 10 10 70 70
export DIE_AREA = 0 0 80 80
```
**/design/flow/constraint.sdc**
```tcl
current_design mux_2X1_32bit

set clk_period 1.0
set clk_io_pct 0.2

create_clock -name clk0 -period $clk_period

set non_clock_inputs [all_inputs -no_clocks]
set_input_delay [expr $clk_period * $clk_io_pct] -clock clk0 $non_clock_inputs
set_output_delay [expr $clk_period * $clk_io_pct] -clock clk0 [all_outputs]
```
==> Changelog: implementation <==
### Changed

* Power per cell area at 394.0 nW/um2
* Critical Setup Path Class: primary input to output port
* Slew at the pin closest to its max-slew limit at 0.08721 ns
* Tot GR Track Use at 0.07943
* LEAKAGE at 0.9065 nW
* Via count at 709
* Largest net degree at the start of global routing at 11
* Routed WL at 2.816 mm
* Ant. Diodes at 0
* AO/OA Area Share at 0
* DR WL/cell at 15.14 um
* Core region area at 3416 um2
* Tightest Hold Check Type: primary input to output port
* ANT nets after route at 0
* I/O pin total at 97
* Final setup fails at 32
* Routability cong. at 0.7463
* Std cell rows at 21
* Post-synth top area share at 0.5742
* Post-synthesis mux area share at 0.6029
* Flop area at 0 um2
* Synth warn at 0
* Vias per cell at 3.812
* Post-synthesis cell count at 68
* First-pass DRT Iterations at 2
* Library cells used by synthesis at 5
* Adder share at 0
* Xor/xnor share at 0
* Data required time of the critical path at 0.80 ns
* Tool warnings at 35
* Critical path fanouts, max at 5
* Violations in the final reports: setup timing
* Comb area leader: multiplexers
* Status: complete, but fails checks
* Fp util at 0.2297
* Commonest Layout Cell: dlygate4sd2_1
* Cells after DPL at 177
* Final worst setup slack at -0.1759 ns
* Startpoint types: primary input
* Syn_area_per_cell at 11.54 um2
* DR iter-0 viols at 8
* Cell count in the Yosys report at 68
* Area Overhead vs Synth at 108.5%
* Initial antenna violation count at 0
* Yosys simple share at 0
* Worst slew margin at 0.9419
* Slew Limit Fails at 0
* Max Cap Viol at 0
* Port bufs at 97
* Finished Layout Cells at 186
* Critical path capture point type: output port
* Yosys top cell by area: mux2_4
* Vias in the first global route at 797
* Clock Buffer Count at 0
* Hold_ws at 0.6939 ns
* Die x size at 80 um
* Hold Fails Final Rpt at 0
* Drt drc at 0
* Aggregate global routing overflow at 0
* DIE AREA at 6400 um2
* Cycle use final at 1.176
* CP arrival at 0.98 ns
* Flop count at 0
* Ranking of synthesized cells by area: mux2_4 57%, buf_4 31%, buf_12 7.7%
* Synthesis area per yosys at 784.5 um2
* Post-synthesis sequential area ratio at 0
* Fraction of layout cells with a size suffix above 1 at 0.5429
* Fmax at 0.8504 GHz
* Mapped cell area at 784.5 um2
* Commonest cells after routing, fill and taps aside: 53 x dlygate4sd2_1, 32 x mux2_4, 26 x buf_6
* First-pass GRT wire length at 4.222 mm
* Die Y at 80 um
* RSZ-0062 raised after global routing: true
* Fin crit period at 1.176 ns
* Peak VDD IR at 0.0001732 V
==> layer usage <==
layer | GRT usage | part of all wire | vias up
met5 | 0 | 0 | -
met2 | 0.1445 | 0.51 | 43
met4 | 0 | 0 | 0
li1 | - | - | 347
met3 | 0.02841 | 0.11 | 0
met1 | 0.09163 | 0.38 | 319
==> critical path: stages <==
cell and delay, ns:
buf_12 0.13, buf_12 0.13, buf_12 0.12, mux2_4 0.29, buf_6 0.11
==> cell families (layout without fill, tap and decap cells) <==
kind of cell           Yosys count  count (layout)
buffers and inverters           36             108
muxes                           32              32
==> Yosys cell counts, drive strengths merged <==
library cell	n
mux2	32
buf	36
==> worst paths after layout <==
kind                   from  endpoint  slack, ns  depth (start not counted)
worst max-delay path      s      y[3]      -0.18                          5
worst min-delay path  a[29]     y[29]       0.69                          3
==> power breakdown <==
group          leakage (nW)  total [mW]  internal [mW]  switching, mW
registers                 0           0              0              0
clock network             0           0              0              0
logic                 0.907       0.644          0.504          0.140
total                 0.907       0.644          0.504          0.140
==> cell type report <==
| cell class | count | area (um2) |
|---|---|---|
| well taps | 46 | 57.56 |
| fillers | 333 | 1780 |
| repair buffers | 108 | 1097 |
| multi-input cells | 32 | 480.5 |
==> through the flow <==
step                TNS [ns]  power, mW  utilization  instance area (um2)  setup slack (ns)
finish                -3.243     0.6442       0.4788                 1635           -0.1759
detailed placement    -15.40     0.6582       0.4498                 1536           -0.5015
CTS                   -3.406     0.6256       0.4604                 1573           -0.1835
global route          -3.849     0.6880       0.4788                 1635           -0.2039
floorplan             -1.446     0.4134            -                905.9          -0.04820
global placement      -15.25     0.6529       0.4498                 1536           -0.4933
==> timing repair <==
action,in CTS,in global routing
cloned,3,0
resized,176,13
hold buffers,0,0
buffers inserted,6,0
endpoints found under the hold margin,0,0
setup endpoints to repair,32,32
Power and IR drop assume default switching activity.
